==> ./config.mk <==
export PLATFORM = sky130hd
export DESIGN_NAME = FPGA2
export DESIGN_NICKNAME = FPGA2
export VERILOG_FILES = /design/flow/design.v
export SDC_FILE = /design/flow/constraint.sdc
export NUM_CORES = 4
export LEC_CHECK = 1
export CORE_UTILIZATION = 40
==> ./constraint.sdc <==
current_design FPGA2

set clk_period 1.0
set clk_io_pct 0.2

create_clock -name clk0 -period $clk_period [get_ports {clk}]
create_clock -name clk1 -period $clk_period [get_ports {control}]
create_clock -name clk2 -period $clk_period [get_ports {freq}]

set non_clock_inputs [all_inputs -no_clocks]
set_input_delay [expr $clk_period * $clk_io_pct] -clock clk0 $non_clock_inputs
set_output_delay [expr $clk_period * $clk_io_pct] -clock clk0 [all_outputs]
==> ./design.v <==
`timescale 1ms/1ns
module FPGA2
(
	input [2:0] level,	 
	input [1:0] rank,  
	input control,  
	input clk,	 
	input rec_data, 
	input freq,	 
	output en,	 
	output reg [3:0] speed,  
	output reg reset,		 
	output reg send_en	 
);
wire [7:0] data;
reg [1:0]state;
reg [2:0] level_tp;
reg run;
integer i;
reg rec_en;	 
communication_receive receive(.clk2(clk),.rec_data(rec_data),.freq(freq),.rec_en(rec_en),.out_data(data),.en(en));
reg[7:0] s0=8'b00000000, s1=8'b00011110,s2=8'b00111100,s3=8'b01011010,s4=8'b01111000,s5=8'b10010110,s6=8'b10110100;
initial 
begin
	i = 0;
	speed = 4'b0000;
	state = 2'b00;
	run = 0;
	level_tp = 3'b000;
end
always @(posedge control)
begin
	run = 1;
	#1000 run = 0;
end
always @(rank or run)
begin
	case(rank)
		2'b00:
		begin
			state <= 2'b00;
			send_en <= 0;		 
		end
		2'b01:
		begin
			state <= 2'b01;	 
			send_en <= 0;
		end
		2'b10:
		begin
			state <= 2'b10;	 
			send_en <= 0;
		end
		2'b11:
		begin
			state <= 2'b11;
			send_en <= 1;
			rec_en <= 1;
		end					 
	endcase
end
always @(state or level or level_tp or run)
begin
	case(state)
	2'b00:speed <= 4'b0000;
	2'b01:
	begin
		if(run == 1)
		begin
			speed = 4'b1111;
		end
		else
			speed = 4'b0000;
	end
	2'b10:
	begin
		case(level)
		3'b000:speed <= 4'b0000;
		3'b001:speed <= 4'b0001;
		3'b010:speed <= 4'b0101;
		3'b011:speed <= 4'b0111;
		3'b100:speed <= 4'b1001;
		3'b101:speed <= 4'b1101;
		3'b110:speed <= 4'b1111;
		endcase
	end
	2'b11:
	begin
		case(level_tp)
		3'b000:speed <= 4'b0000;
		3'b001:speed <= 4'b0001;
		3'b010:speed <= 4'b0101;
		3'b011:speed <= 4'b0111;
		3'b100:speed <= 4'b1001;
		3'b101:speed <= 4'b1101;
		3'b110:speed <= 4'b1111;
		endcase
	end
	endcase
end
always @(data)
begin
	if(data == s0)
		level_tp = 3'b000;
	else
	if(data > s0 && data <s1)
		level_tp = 3'b001;
	else
	if(data >= s1 && data <s2)
		level_tp = 3'b010;
	else
	if(data >= s2 && data <s3)
		level_tp = 3'b011;
	else
	if(data >= s3 && data <s4)
		level_tp = 3'b100;
	else
	if(data >= s4 && data <s5)
		level_tp = 3'b101;
	else
	if(data >= s5)
		level_tp = 3'b110;
	else
		level_tp = 3'b000;
end
endmodule
module communication_receive
(
	input clk2,	 
	input rec_data, 
	input freq,	 
	input rec_en,	 
	output reg[7:0] out_data, 
	output reg en	 
);
reg f_rec;
reg flag;    
reg [7:0] rec;
reg data;
reg [3:0]state;
reg state_next;
reg finish;
integer counter;
integer counter_stop;
parameter s0=0, s1=1, s2=2, s3=3, s4=4, s5=5, s6=6, s7=7, s8=8, s9=9;
initial 
begin
	counter <= 0;
	state <= s0;
	en <= 0;
	out_data <= 8'bzzzzzzzz;
	counter_stop <= 0;
	finish <= 0;
	state_next <= s0;
end
always @(freq)
begin
	f_rec <= freq;
end
always @(posedge f_rec)
begin
	if(rec_en == 1)
	begin
		data <= rec_data;
		if(state == s0)
		begin
			finish <= 0;
			counter_stop <= 0;
			if(data == 0)
				state <= s1;
		end
		else
		begin
			if(state == s1)
			begin
				if(counter<7)
				begin
					rec[counter] <= data;
					counter <= counter + 1;
				end
				else
				begin
					counter <= 0;
					rec[7] <= data;
					state <= s2;
				end
			end
			else
			if(state == s2)
			begin
				flag <= data;
				state <= s3;
			end
			else
				if(state == s3)
				begin
					if(data == 1)
					counter_stop <= counter_stop + 1;
					if(counter_stop == 2)
					begin
						state <= s0;
						finish <= 1;
					end
				end
			end
		end
end
always @(posedge clk2)
begin
	if(finish == 1)
	begin
		state_next <= s1;
	end
	else
		state_next <= s0;
end
always @(state_next)
begin
	case(state_next)
		s0:
		begin
			en <= 0;
		end
		s1:
		begin
			out_data <= rec;
			en <= 1;
		end
	endcase
end
endmodule
==> ./run.sh <==
#!/bin/bash
# OpenROAD 26Q1-2900-gdf79404cd8, Yosys 0.63+post, stock flow scripts
make -C /OpenROAD-flow-scripts/flow DESIGN_CONFIG=/design/flow/config.mk WORK_HOME=/design/flow/orfs finish
==> summary.txt <==
Implementation results.

Yosys stat counts 655 cells in the synthesized netlist. The number of unconstrained endpoints is 16. Buffers inserted to repair hold after CTS numbered 0. OpenSTA, run right after detailed placement, puts the worst setup slack at -2.16 ns. The post-synth tally of flip-flops with integrated enable is 42. The placement report lists the number of port buffers as 12. The first error in the log reads "[ERROR GRT-0232] Routing congestion too high. Check the congestion heatmap in the GUI". Progress stopped at global routing.

Counting along the longest clock path gives a buffer depth of 2. The dominant register cell is edfxtp_1. The pre-placement core utilization is 41.4%. The routability-driven placement congestion ratio is 0.919. Entering global routing, the biggest net connects 18 pins. The largest total area in the synthesized netlist belongs to edfxtp_1. The flow did not finish. The TritonCTS buffer count is 9. The area after detailed placement is 0.00738 sq mm. The main area contributors are edfxtp_1 (23%), dfxtp_1 (13%), xor2_1 (6.8%). Summing every instance area after synthesis gives 0.00553 sq mm. The row count is 42. The width of the die is 120 um. The gate count after technology mapping is 655. Ranked by instance count, the synthesized netlist is headed by nor2_1 (94), nand2_1 (47), xor2_1 (43).

The synthesis stats list as the most numerous cell nor2_1. During I/O placement, the number of pins put on the boundary was 16. The tally of yosys warning messages is 4. The floorplan die height is 120 um. Counting flops and latches in the post-synthesis netlist gives 89. Summed over all nets, the half-perimeter wirelength after detailed placement is 10900 um. In this run the number of H-tree levels came out at 3. The area share of the largest cell type after synthesis is 22.8%. The number of register pins that no clock reaches is 12. A synthesized cell averages 8.44 sq um. Counting distinct cell types in the post-synthesis netlist gives 66. The yosys-reported design area after synthesis is 0.00553 sq mm. In the synthesized netlist the async set-or-reset flop fraction comes to 0%. The cell at the root of the clock tree is clkbuf_16.
==> cell families after synthesis <==
| family | share of synthesized area, % |
|---|---|
| other | 0.0679 |
| xor gates and xnor gates | 10.1 |
| and+or+nand+nor | 30.7 |
| adders and majority gates | 1.81 |
| AOI/OAI and AO/OA | 11.1 |
| muxes | 2.69 |
| buffers and inverters | 4.69 |
| latches | 3.26 |
| DFF | 35.5 |
==> what timing repair did <==
action | CTS
buffers inserted | 28
setup endpoints to repair | 118
gates resized | 123
pin swaps | 46
gates cloned | 5
==> metrics by stage <==
stage	cells	setup TNS [ns]
floorplan	655	-109.48
global placement	999	-116.83
detailed placement	999	-118.47
CTS	1043	-120.90
