===== /design/flow/run.sh =====
#!/bin/bash
# OpenROAD 26Q1-2900-gdf79404cd8, Yosys 0.63+post, stock flow scripts
make -C /OpenROAD-flow-scripts/flow DESIGN_CONFIG=/design/flow/config.mk WORK_HOME=/design/flow/orfs finish

===== /design/flow/config.mk =====
export PLATFORM = sky130hd
export DESIGN_NAME = FPGA1
export DESIGN_NICKNAME = FPGA1
export VERILOG_FILES = /design/flow/design.v
export SDC_FILE = /design/flow/constraint.sdc
export NUM_CORES = 4
export LEC_CHECK = 1
export CORE_UTILIZATION = 40

===== /design/flow/constraint.sdc =====
current_design FPGA1

set clk_period 7.9
set clk_io_pct 0.2

create_clock -name clk0 -period $clk_period [get_ports {clk}]
create_clock -name clk1 -period $clk_period [get_ports {finish_send}]

set non_clock_inputs [all_inputs -no_clocks]
set_input_delay [expr $clk_period * $clk_io_pct] -clock clk0 $non_clock_inputs
set_output_delay [expr $clk_period * $clk_io_pct] -clock clk0 [all_outputs]

===== /design/flow/design.v =====
module FPGA1
(
	input freq,	 
	input clk,	 
	input en,	 
	input rst,   
	input finish_send,	 
	output sd, 
	output frq	 
);
integer num;	 
reg count_end;  
reg [7:0] dt;  
reg send_en;
initial
begin
	num = 0;
	count_end = 0;
	dt = 8'bzzzzzzzz;
	send_en = 0;
end
always @(posedge clk)  
begin
	if(en == 1)
	begin
		if(finish_send == 0)
		begin
		if(freq == 1 && count_end == 0)
			num = num + 1;
		if(freq == 0 && num > 0)
			begin
				count_end = 1;
			end
		end
		else
		begin
			num <= 0;
			count_end <= 0;
		end
	end
end
always @(num)    
begin
	if(en == 1)
		dt = num;
	else
		dt = 8'bzzzzzzzz;
end
always @(count_end or en or num)
begin
	if(count_end == 1 && en ==1)
		send_en <= 1;
	else
		if(num > 0)
		send_en = 0;
end
communication_send send(.send_data(dt),.clk1(clk),.send_en(send_en),.finish_send(finish_send),.rst(rst),.sd(sd),.freq(frq));
endmodule 
module communication_send
(
	input [7:0]send_data,
	input clk1,
	input send_en,			 
	input finish_send,	 
	input rst,
	output reg sd,
	output reg freq 
);
integer count;
integer count_stop;
integer count_all;
integer all;
reg[3:0] state_send;
reg [7:0] send;
parameter maxnum = 8, s0 = 0, s1 = 1, s2 = 2;
initial
begin
	count <= 0;
	count_stop <= 0;
	state_send <= 4'b0000;
	count_all <=0;
end
always @(clk1)
begin
freq <= clk1;
end
always @(posedge finish_send)
begin
	if(finish_send == 1)
	begin
		send <= send_data;
	end
end
always @(posedge clk1 or negedge send_en)
begin
	if(send_en == 0)
	state_send <= 4'b0000;
	else
	if(state_send == 4'b0000)
	begin
	if(send_en == 1 && finish_send == 1)
	state_send <= 4'b0001;
	end
	else
		begin
		if(state_send < maxnum + 3)
		begin
			state_send = state_send + 1;
		end
		else
			if(state_send == maxnum + 3)
			begin
				count_stop = count_stop + 1;
				if(count_stop == 2)
				begin
					count_stop = 0;
					count_all = 0;
					state_send = maxnum + 4;
				end
			end
			else
				if(state_send == maxnum + 4)
				begin
					state_send = 0;
					count_stop = 0;
				end
		end
end
always @(state_send or send_en)
begin
	if(state_send == 4'b0000)
	begin
		sd <= 1;
	end
	else
	if(state_send == 4'b0001)
	begin
		sd <= 0;
	end
	else
	begin
		if(state_send >4'b0001 && state_send <= maxnum+1)
		begin
			sd <= send[state_send - 2];
			if(sd == 1)
				count <= count + 1;
		end
		else
		begin
			if(state_send == maxnum + 2)
			begin
				if(count % 2 == 0)
				begin
					sd <= 0;
				end
				else
				begin
					sd <= 1;
				end
			end
			else
			begin	
				if(state_send == maxnum + 3)
				begin
					sd <= 1;
				end
				else
					sd <= 1;
			end
		end
	end
end
endmodule

==> out/qor.txt <==
worst clock skew = 0.0108 ns
Yosys Warn Count = 38
Max VDD drop = 0.144 mV
Comb gate area = 2820 um^2
synthesized area per cell = 9.28 um^2
RSZ-0062 raised after global routing = false
Top cell area share = 36.9%
GP Congestion = 0.838
relative max-transition margin = 45.1%
Die Ht = 117 um
Vias/cell = 5.63
count of cell types in the netlist = 70
critical path arrival = 4.59 ns
CTS clk-pin slew, worst paths = 0.05 ns
OpenROAD warnings = 72
CTS tree = built
EDFF count, synth = 65
synth-to-layout area growth = 21.2%
DR iter-0 viols = 369
initial antenna violation count = 0
Die Wd = 117 um
Total GRT Usage = 19.1%
detailed placement HPWL = 7320 um
layout cells sized above 1 = 10.1%
grt total ovfl = 0
register pins left without a clock = 2
final core utilization = 50.2%
Post CTS Setup Buffer Count = 0
Final Instance Area = 6410 um^2
Post-DP Area = 5410 um^2
Core Util at FP = 41.4%
Post-synth top cells = nor2_1 (88), edfxtp_1 (65), nand2_1 (34)
post-synthesis register bit count = 79
Post-synth area hogs = edfxtp_1 (37%), nor2_1 (6.2%), xnor2_1 (5.3%), xor2_1 (5.1%), nand4_1 (3.2%)
Post-route DRC = 0
Critical Path End Type = primary output
Power Total = 0.00200 W
ANT cells = 0
status = complete, no violations
worst hold path type = clock port to flop
Syn Std Cell Area = 5290 um^2
# resized after CTS = 0
Worst setup SP type = clock port
Total Wirelength = 11700 um
Worst-Margin Slew = 0.822 ns
first-pass GRT wire length = 19600 um
die area = 13700 um^2
Worst R2R Setup Slack = 4.45 ns
CP Launch Point = clk
# setup viols final = 0
Power Dens Cells = 312 nW/um^2
drt pass-1 iters = 4
cell count in the Yosys report = 570
hold path start = finish_send
core area = 12800 um^2
Post-synth ARST share = 5.06%
number of global-route vias before repair = 4329
routed vias = 4314
Mapped Cells = 570
largest net degree at the start of global routing = 36
Crit path required time = 6.32 ns
dominant cell type by area after synthesis = edfxtp_1
crit path to = frq
area reported by Yosys stat = 5290 um^2
leakage power = 2.25 nW
Port-buffer cells = 4
Dominant Register Cell = edfxtp_1
fill count = 1060
CP max FO = 2
Synth top cell by count = nor2_1
Max Slew Vio Count = 0
Seq. cell area = 2240 um^2
Reg2Reg Capture Point = count_end$_SDFFCE_PP0P_
Max-Cap Viols = 0
Final TNS setup = 0 ns
Row Count = 41
Post-CTS Hold Buffers = 0
R2R depth = 7
Final Hold Vio Count = 0
number of routed nets with antenna violations = 0
Setup CP Type = clock port to primary output
r2r startpoint = num[6]$_SDFFCE_PP0P_
# IOs = 7
drt wl/cell = 15.3 um
endpoints left unconstrained = 2
## state kept, by name, summed over array words and instances (netlist names)
name	flops
send.count	1
count_end	1
num	32
send.send	8
send.count_stop	32
send.state_send	4
send_en	1
## power by group
| part | leakage [nW] | internal, W | switching (W) |
|---|---|---|---|
| sequential | 0.766 | 0.000567 | 0.000132 |
| combinational | 0.874 | 0.000102 | 0.000108 |
| clock | 0.607 | 0.000760 | 0.000330 |
| total | 2.25 | 0.00143 | 0.000570 |
## through the flow
stage,hold slack (ns),instances,setup slack (ns)
global placement,0.189,713,2.00
floorplan,0.227,570,2.27
global route,0.117,766,1.69
detailed placement,0.189,713,2.00
finish,0.105,766,1.73
CTS,0.104,766,1.72
## cell families (layout without fill, tap and decap cells)
group	after synthesis	count (layout)	synth area share (%)
simple gates	277	277	28.4
compound gates	79	79	10.0
flops	77	77	41.8
xor+xnor	63	63	10.4
buf+inv	54	78	4.40
fa+ha+maj	10	10	2.37
mux	8	8	2.03
latches	2	2	0.568
## how the worst min path moves through the flow
stage,endpoint,slack [ns],cells past startpoint
finish,count_end$_SDFFCE_PP0P_,0.11,4
global route,count_end$_SDFFCE_PP0P_,0.12,4
CTS,count_end$_SDFFCE_PP0P_,0.10,4
## routing by layer
metal  track usage [%]  vias to the layer above  share of wire, %
met1              28.4                     2034                50
met2              24.4                      125                41
li1                  -                     2130                 -
met3              9.75                       25               7.0
met4              7.26                        0               1.8
met5                 0                        -                 0
## cell usage in the layout (no fill, tap or decap), types with 12 or more instances in the layout
cell type,instances
a21oi_1,16
nand3_1,28
and4_1,12
nand2_1,34
clkbuf_16,36
xor2_1,31
xnor2_1,32
edfxtp_1,65
nor4_1,14
inv_1,23
nor2_1,87
nand4_1,27
nor3_1,19
o21ai_0,21
## critical path: stages
cell and delay, ns:
clkbuf_16 0.12, clkbuf_16 0.13, clkdlybuf4s50_1 0.39
## final cells by class
cell class	count	area share, %
clock buffer	45	14.7
multi-input combinational	437	44.0
timing repair buffer	6	0.820
inverter	17	0.996
tap	172	3.36
clock inverter	10	1.21
sequential	79	35.0
Power is estimated from default activity; no workload was simulated.
