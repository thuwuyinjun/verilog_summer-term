<file path="flow/design.v">
module Divider(div_1hz,div_10hz,div_100hz,div_1khz,clk,rst);
input clk;
input rst;
output reg div_1hz,div_10hz,div_100hz,div_1khz;
reg [29:0]cnt1,cnt2,cnt3,cnt4;
always @(posedge clk or negedge rst)
  begin
    if (rst == 1'b0)
      begin
        div_1hz <=1'b0;
		  div_10hz <=1'b0;
		  div_100hz <=1'b0;
		  div_1khz <=1'b0;
        cnt1 <='b0;
		  cnt2 <='b0;
		  cnt3 <='b0;
		  cnt4 <='b0;
      end
    else
      begin
        if(cnt1==25000000)
          begin
            div_1hz <= ~div_1hz;
            cnt1 <= 'b0;
          end
        else
          begin
            cnt1 <= cnt1 + 1'b1;
          end
			if(cnt2==2500000)
          begin
            div_10hz <= ~div_10hz;
            cnt2 <= 'b0;
          end
        else
          begin
            cnt2 <= cnt2 + 1'b1;
          end
			if(cnt3==250000)
          begin
            div_100hz <= ~div_100hz;
            cnt3 <= 'b0;
          end
        else
          begin
            cnt3 <= cnt3 + 1'b1;
          end
			if(cnt4==25000)
          begin
            div_1khz <= ~div_1khz;
            cnt4 <= 'b0;
          end
        else
          begin
            cnt4 <= cnt4 + 1'b1;
          end
      end
  end
endmodule 
</file>
<file path="flow/run.sh">
#!/bin/bash
# OpenROAD 26Q1-2900-gdf79404cd8, Yosys 0.63+post, stock flow scripts
make -C /OpenROAD-flow-scripts/flow DESIGN_CONFIG=/design/flow/config.mk WORK_HOME=/design/flow/orfs finish
</file>
<file path="flow/config.mk">
export PLATFORM = sky130hd
export DESIGN_NAME = Divider
export DESIGN_NICKNAME = Divider
export VERILOG_FILES = /design/flow/design.v
export SDC_FILE = /design/flow/constraint.sdc
export NUM_CORES = 4
export LEC_CHECK = 1
export CORE_UTILIZATION = 40
</file>
<file path="flow/constraint.sdc">
current_design Divider

set clk_period 4.4
set clk_io_pct 0.2

create_clock -name clk0 -period $clk_period [get_ports {clk}]

set non_clock_inputs [all_inputs -no_clocks]
set_input_delay [expr $clk_period * $clk_io_pct] -clock clk0 $non_clock_inputs
set_output_delay [expr $clk_period * $clk_io_pct] -clock clk0 [all_outputs]
</file>
==> results.py <==
# Metrics from the implementation run
metrics = {
    "power": {
        "finalPower_w": 0.002446,
        "powerDensity_mw_per_mm2": 366.4,
        "ir_worst_vdd_uv": 263.4,
        "leakage_nw": 2.956,
    },
    "synth": {
        "netlist.top_cell.by_area": "dfrtp_1",
        "synth_seq_share": 0.5307,
        "logic_family": "simple AND/OR/NAND/NOR gates",
        "synth_flops": 124,
        "ys_sh_mux": 0.005778,
        "async_flop_share": 1.000,
        "xor_share": 0.1618,
        "flop_cell": "dfrtp_1",
        "yosys.area_share.simple": 0.2544,
        "ys_chip_area_mm2": 0.005847,
        "netlist.area_leader.share": 0.5307,
        "synth_area_mm2": 0.005847,
        "synth_cell_types": 38,
        "netlist_top_cells_count": "dfrtp_1 (124), nor2_1 (68), xnor2_1 (66)",
        "synth_cells": 559,
        "ys_sh_adder": 0.01712,
        "ys_cells": 559,
        "yosys_warnings": 1,
        "synthTopCellsByArea": "dfrtp_1 (53%), xnor2_1 (9.9%), xor2_1 (6.3%)",
        "edf_count": 0,
        "synth.avg_cell_area_um2": 10.46,
        "aoi_share": 0.01006,
        "most_common_cell": "dfrtp_1",
    },
    "die": {
        "die-width_um": 122.9,
        "die-area_mm2": 0.01510,
        "rows": 43,
        "fp_util": 0.4148,
        "pin_count": 6,
        "placeableCoreArea_mm2": 0.01410,
        "die_height_um": 122.9,
    },
    "timing": {
        "tightest_slew_ns": 0.7967,
        "report.final.slew_viol_count": 0,
        "hold_violations": 0,
        "slew_headroom": 0.4640,
        "period_used_share": 0.5073,
        "setup-violations-final": 0,
        "skew_ns": 0.006457,
        "period_needed_ns": 2.232,
        "rsz0062_at_grt": "no",
        "timing.fmax_mhz": 448.0,
        "fin_setup_tns_ns": 0,
        "whs_ns": 0.4694,
    },
    "worst_setup_path": {
        "critPathLaunchType": "register",
        "cp-startpoint": "cnt2[4]",
        "worstPathArrival_ns": 2.53,
        "regToRegEndpoint": "cnt2[19]",
        "worstRegToRegCells": 6,
        "path_max_fanout": 8,
        "critPathCapture": "cnt2[19]",
        "cp_top_family": "simple AND/OR/NAND/NOR gates",
        "cp_num_cells": 6,
        "path_buffers": 1,
        "critPathCaptureType": "register",
        "worstSetupPathType": "reg -> reg",
        "crit_chain": "nor4b_1 > nand4_1 > nor4_2 > buf_4 > nor2_1 > mux2_2",
        "r2r_slack_ns": 2.17,
        "slowest_stage": "nor4_2",
        "required_ns": 4.70,
        "slowest_delay_ns": 0.61,
        "r2r_start": "cnt2[4]",
    },
    "drt": {
        "dr.pass1.iters": 4,
        "ant_nets": 0,
        "vias_per_cell": 5.172,
        "drc_errors": 0,
        "num_antenna_cells": 0,
        "vias": 3998,
        "totalWireLength_um": 10130,
        "drt_iter0_markers": 257,
        "wl_per_cell_um": 13.10,
    },
    "finish": {
        "drive_gt1_frac": 0.08938,
        "flop_area_mm2": 0.003103,
        "comb_area_mm2": 0.002633,
        "fillers": 1285,
        "area_growth_pct": 14.17,
        "instances_no_fill": 773,
    },
    "cts": {
        "clk_latency_ns": 0.41,
        "cts_sinks": 124,
        "clk_pin_slew_ns": 0.05,
        "cts.path.max_buffers": 2,
        "cts_hold_buf": 0,
        "cts_buffers": 17,
        "root_buffer": "clkbuf_16",
        "cts_setup_buffers": 0,
        "cts_resized": 0,
        "htreeDepth": 4,
        "tritoncts": "built",
    },
    "grt": {
        "grt_pass1_wl_um": 18100,
        "antenna_found_initial": 0,
        "grt_pass1_vias": 3857,
        "track_usage": 0.1545,
        "grt_max_degree": 55,
        "grt_overflow": 0,
    },
    "placement": {
        "place.gp.congestion": 0.8532,
        "dp.cells": 741,
        "port_buffers": 5,
        "hpwl_um": 6668,
    },
    "job": {
        "warning_count": 29,
        "drv_cap": 0,
    },
    "run_status": {
        "status": "finished, final reports clean",
    },
    "worst_hold_path": {
        "min_path_type": "reg -> reg",
    },
}
==> layout by cell type, fill, tap and decap left out, types with 2 or more instances in the layout <==
cell             Yosys  layout
nand2_1             46      46
nor4_1              17      16
buf_4                0       7
clkdlybuf4s50_1      0       4
clkinv_2             0       6
nand3_1             46      46
clkbuf_16            0      17
xor2_1              42      42
and2_1               3       3
clkinvlp_4           0       5
xnor2_1             66      66
o31ai_1              2       2
or2_2                2       2
nand4b_1             2       2
nor2_1              68      68
and3_1              11      11
nand4_1             30      30
nor3_1              15      15
a21oi_1              2       2
nor4_2               3       4
or3_1                4       4
nor4b_1             11      11
o21ai_0              2       2
ha_1                 8       8
and4_1               8       8
nor2b_1              5       5
nor2_2               2       2
inv_1               18      18
dfrtp_1            124     124
mux2_2               3       3
clkbuf_8             0       2
==> cells by family after synthesis <==
group                    count (synthesis)
flip-flops                             124
adder cells (fa/ha/maj)                  8
AND-OR/OR-AND                            9
multiplexers                             3
XOR/XNOR                               108
buffers and inverters                   27
AND/OR/NAND/NOR                        280
==> final cells by class <==
cell class	instances	area share
inverters	18	0.01012
clock buffers	20	0.06842
clock inverters	12	0.01462
repair buffers	11	0.01387
flip-flops and latches	124	0.4649
multi-input cells	408	0.3944
well taps	180	0.03374
==> metal layers <==
layer,wire (µm),global-route usage,vias to the layer above
met1,5101,0.2529,1936
met4,142,0.02058,0
met5,0,0,-
met3,364,0.03296,11
li1,-,-,1990
met2,4521,0.2272,61
==> registers in the layout, summed over array words and instances (netlist names) <==
register / count
div_100hz: 1
cnt4: 30
cnt1: 30
cnt3: 30
div_10hz: 1
cnt2: 30
div_1hz: 1
div_1khz: 1
==> how the worst min path moves through the flow <==
stage,from,endpoint,slack [ns],depth (start not counted)
final,div_1hz,div_1hz,0.47,1
after global routing,cnt3[29],cnt3[29],0.49,1
after CTS,div_100hz,div_100hz,0.47,1
==> where the power goes <==
part	switching, W	internal (W)	total, W
clock network	0.000484	0.000797	0.00128
logic	0.0000212	0.00000169	0.0000229
registers	0	0.00114	0.00114
==> stage by stage <==
step	util	setup WS (ns)	area [µm²]
CTS	0.4735	2.138	6675
global route	0.4735	1.921	6675
global placement	0.4342	2.218	6121
finish	0.4735	2.168	6675
floorplan	-	2.472	5847
detailed placement	0.4342	2.163	6121
==> worst reg2reg max path, stage by stage, from the launching register on <==
cell and delay (ns):
dfrtp_1 0.43, nor4b_1 0.34, nand4_1 0.15, nor4_2 0.61, buf_4 0.28, nor2_1 0.06
mux2_2 0.25
Power figures rest on the tool's default switching activity, not on a simulated workload.
